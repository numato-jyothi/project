==> flow/design.v <==
`timescale 1ns / 1ps
module freq_cal(
       input clk100,
       input clk_un,
       input reset,
       output reg fout,
       output reg valid,
       output reg slave_register0
     );
    reg [31:0]count = 0;
    reg [31:0]count2 = 0;
  always @(posedge clk100 )
    begin
      if ( reset == 1'b0 )
       begin
        count <= 0;
      end  
      else if( count <= 100000000)
      begin
        count <= count + 1;
      end
    end
    always @(posedge clk_un)
    begin
      if ( reset == 1'b0 )
           begin
           count2 <= 0;
          end  
      else if( count <= 100000000)
                begin
                 count2 <= count2 + 1;
      end           
      else if(count == 100000000)
       begin 
        fout <= count2;
        valid <= 1;
   end
end
  always @ (posedge clk100)  
  begin
    if (valid)
        slave_register0 <= fout;
  end
 endmodule
==> flow/run.sh <==
#!/bin/bash
# OpenROAD 26Q1-2900-gdf79404cd8, Yosys 0.63+post, stock flow scripts
make -C /OpenROAD-flow-scripts/flow DESIGN_CONFIG=/design/flow/config.mk WORK_HOME=/design/flow/orfs finish
==> flow/config.mk <==
export PLATFORM = sky130hd
export DESIGN_NAME = freq_cal
export DESIGN_NICKNAME = freq_cal
export VERILOG_FILES = /design/flow/design.v
export SDC_FILE = /design/flow/constraint.sdc
export NUM_CORES = 4
export LEC_CHECK = 1
export CORE_UTILIZATION = 30
==> flow/constraint.sdc <==
current_design freq_cal

set clk_period 6.2
set clk_io_pct 0.2

create_clock -name clk0 -period $clk_period [get_ports {clk100}]
create_clock -name clk1 -period $clk_period [get_ports {clk_un}]

set non_clock_inputs [all_inputs -no_clocks]
set_input_delay [expr $clk_period * $clk_io_pct] -clock clk0 $non_clock_inputs
set_output_delay [expr $clk_period * $clk_io_pct] -clock clk0 [all_outputs]
==> qor.csv <==
metric;value;unit
status;finished clean;
drive_gt1_share;5.825;%
grt_remaining_overflow;0;
cp_slowest_stage_delay;0.85;ns
grt_use_met3;2.597;%
routed_wl;3541;microns
initCoreUtil;31.48;%
warnings;27;
r2r_slack;3.43;ns
post_cts_resized;0;
fin_util;35.07;%
drc;0;
dp_cells;267;
max-slew-margin-rel;57.81;%
arrival;3.04;ns
post_cts_buffers;0;
async_flop_share;0;%
rsz0062_at_grt;no;
dieArea;6123;sq um
antenna_found_initial;0;
num_rows;27;
io_pins;6;
crit_chain;clkdlybuf4s50_1, clkinv_1, a21oi_1;
ys.flop_type;dfxtp_1;
power_density;237.2;nW/um^2
dp_hpwl;2394;microns
crit_path_top_delay_cell;clkdlybuf4s50_1;
fill_cells;567;
finalPower;0.0004609;W
end_kind;flip-flop;
crit_type;in -> reg;
maxCapViolCount;0;
ant_nets;0;
vdd_drop_max;111.9;uV
ys_cells;201;
p_seq_share;50.3;%
final_cell_mix;34 x dfxtp_1, 28 x nand2_1, 17 x a21oi_1, 9 x or4_1, 9 x clkbuf_8;
die_w;78.25;microns
drtIter0Drc;72;
grt_use_met2;16.84;%
tightest_slew;0.6270;ns
gp_congestion;0.8180;
ys_chip_area;1744;sq um
wl_per_cell;12.74;microns
grt_busiest_layer;met1;
cts_tree;yes;
coreArea;5540;sq um
synthCells;201;
grt_max_degree;25;
setup_tns;0;ns
hold_path.class;reg -> reg;
leakagePower;0.6403;nW
area_delta_synth_final;11.41;%
num_vias;1412;
numPortBuffers;3;
crit_path_max_fanout;20;
viasPerCell;5.079;
p_int;0.0003666;W
power.share.clock;47.0;%
synth.avg_cell_area;8.677;sq um
gr-usage-met1;20.42;%
cts_sinks;35;
synth_area;1744;sq um
stdcell_count;278;
swShare;20.46;%
grt_use_total;12.40;%
clock_skew;0.008458;ns
slew_violations;0;
clkSlewWorstSetupHoldPaths;0.07;ns
synth_warnings;1;
synth-edff-count;1;
grt_pass1_wl;5899;microns
setup_violations;0;
dieHeight;78.25;microns
synth_seq_share;40.75;%
ys_types;41;
cp.required;6.40;ns
start_kind;input port;
ctsHoldBuffers;0;
power_frac_comb;2.8;%
netSwitchingPower;0.00009430;W
grt_pass1_vias;1252;
lay_top_count;dfxtp_1;
drt_pass1_iterations;4;
insertedDiodeCount;0;
hold_viol_final;0;
ys_seq_elements;35;
## cells in the mapped netlist (3+ instances only)
library cell	instances	share of area, %
o21a_1	4	1.7
nand2_1	28	6.0
a21oi_1	17	4.9
mux2i_1	5	2.9
or4_1	9	3.9
o21ai_0	3	0.86
nor4b_1	4	2.0
nor2_1	8	1.7
xnor2_1	5	2.5
and3_1	6	2.2
and2_1	7	2.5
inv_1	7	1.5
nand3_1	8	2.3
o31ai_1	6	2.6
and4_1	4	2.0
nor4_1	4	1.4
nand2b_1	4	1.4
dfxtp_1	34	39
clkbuf_1	6	1.3
nand4_1	3	1.1
## state kept, by name, summed over array words and instances, names as in the netlist
| name | flops |
|---|---|
| count | 32 |
| count2 | 1 |
| fout | 1 |
| slave_register0 | 1 |
## metrics by stage
stage	setup slack, ns	hold WS, ns	cell area (sq um)
finish	3.355	0.2972	1943
global route	3.158	0.3113	1943
CTS	3.339	0.3010	1943
detailed placement	3.056	0.3668	1812
global placement	3.078	0.3636	1812
floorplan	3.686	0.3233	1744
## worst paths after layout
kind | end | depth (start not counted) | from
max in group clk1 | count2[0] | 3 | reset
max | count[12] | 3 | reset
min | slave_register0 | 0 | fout
min in group clk1 | fout | 0 | count2[0]
max reg2reg | count[23] | 5 | count[9]
min reg2reg | slave_register0 | 0 | fout
## power by group through the flow
| stage | registers [W] | clock network [W] | logic (W) |
|---|---|---|---|
| after global routing | 0.000232 | 0.000232 | 0.0000149 |
| final | 0.000232 | 0.000216 | 0.0000128 |
| after CTS | 0.000232 | 0.000220 | 0.0000130 |
## cell type report
class	count	area, sq um	area share [%]
well taps	72	90.09	4.636
multi-input cells	149	950.9	48.94
clock buffers	11	131.4	6.761
repair buffers	3	30.03	1.545
inverters	8	30.03	1.545
flip-flops and latches	35	710.7	36.57
## per-layer routing
metal | part of all wire, % | wire length, microns | up-vias
li1 | - | - | 742
met1 | 55 | 1959 | 639
met2 | 39 | 1391 | 21
met3 | 3.5 | 125 | 10
met4 | 1.8 | 65 | 0
met5 | 0 | 0 | -
## cells by family (layout without fill, tap and decap cells)
| family | Yosys count | after routing | share of synthesized area, % |
|---|---|---|---|
| and+or+nand+nor | 93 | 93 | 29.91 |
| AOI/OAI and AO/OA | 42 | 42 | 17.36 |
| DFF | 35 | 35 | 40.75 |
| buffers and inverters | 17 | 22 | 4.735 |
| xor gates and xnor gates | 5 | 5 | 2.511 |
| muxes | 5 | 5 | 2.870 |
| adders and majority gates | 2 | 2 | 1.434 |
| other | 2 | 2 | 0.4306 |
## critical path: cells and delay by family
kind | cells | cell delay [ns]
AND-OR/OR-AND | 1 | 0.30
buffers and inverters | 2 | 1.50
Power is estimated from default activity; no workload was simulated.
